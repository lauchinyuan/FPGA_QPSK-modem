$ cat config.mk
export PLATFORM = sky130hd
export DESIGN_NAME = gardner_ted
export DESIGN_NICKNAME = gardner_ted
export VERILOG_FILES = /design/flow/design.v
export SDC_FILE = /design/flow/constraint.sdc
export NUM_CORES = 4
export LEC_CHECK = 1
export CORE_UTILIZATION = 40
$ cat constraint.sdc
current_design gardner_ted

set clk_period 12.8
set clk_io_pct 0.2

create_clock -name clk0 -period $clk_period [get_ports {clk}]

set non_clock_inputs [all_inputs -no_clocks]
set_input_delay [expr $clk_period * $clk_io_pct] -clock clk0 $non_clock_inputs
set_output_delay [expr $clk_period * $clk_io_pct] -clock clk0 [all_outputs]
$ cat design.v
module gardner_ted
(
    input wire          clk             ,   
    input wire          rst_n           ,
    input wire          strobe_flag     ,   
    input wire [19:0]   interpolate_I   ,   
    input wire [19:0]   interpolate_Q   ,   
    output reg          sync_out_I      ,   
    output reg          sync_out_Q      ,   
    output reg          sync_flag       ,   
    output reg [15:0]   wn                  
);
    reg [21:0]  error               ;  
    reg [21:0]  error_d1            ;
    reg [7:0]   strobe_cnt          ;
    reg [19:0]  interpolate_I_d1    ;  
    reg [19:0]  interpolate_I_d2    ;   
    reg [19:0]  interpolate_Q_d1    ;
    reg [19:0]  interpolate_Q_d2    ;
    wire        samp_flag           ;
    always @ (posedge clk or negedge rst_n) begin
        if(rst_n == 1'b0) begin
            sync_flag <= 1'b0;
        end else begin
            sync_flag <= samp_flag;
        end
    end
    assign samp_flag = ((strobe_cnt == 0) && strobe_flag)?1'b1: 1'b0;
    always @ (posedge clk or negedge rst_n) begin
        if(rst_n == 1'b0) begin
            strobe_cnt <= 8'd0;
        end else if((strobe_cnt == 1) && strobe_flag) begin
            strobe_cnt <= 8'd0;
        end else if(strobe_flag) begin
            strobe_cnt <= strobe_cnt + 8'd1;
        end else begin
            strobe_cnt <= strobe_cnt;
        end
    end
    always @ (posedge clk or negedge rst_n) begin
        if(rst_n == 1'b0) begin
            interpolate_I_d1 <= 20'b0;
            interpolate_I_d2 <= 20'b0;
            interpolate_Q_d1 <= 20'b0;
            interpolate_Q_d2 <= 20'b0;
            wn <= 16'b0000_0001_0100_0111;  
            error <= 22'b0;
            error_d1 <= 22'b0;
        end else if(strobe_flag) begin
            interpolate_I_d1 <= interpolate_I;
            interpolate_I_d2 <= interpolate_I_d1;
            interpolate_Q_d1 <= interpolate_Q;
            interpolate_Q_d2 <= interpolate_Q_d1;
            if(samp_flag) begin
                case({interpolate_I[19],interpolate_I_d2[19],interpolate_Q[19],interpolate_Q_d2[19]})
                    4'b1010:begin
                        error <= ~({interpolate_I_d1[19],interpolate_I_d1[19:0],1'b0})+20'b1 + ~({interpolate_Q_d1[19],interpolate_Q_d1[19:0],1'b0})+20'b1;
                    end
                    4'b1001:begin
                        error <= ~({interpolate_I_d1[19],interpolate_I_d1[19:0],1'b0})+20'b1 + {interpolate_Q_d1[19],interpolate_Q_d1[19:0],1'b0};
                    end
                    4'b0110: begin
                        error <= {interpolate_I_d1[19],interpolate_I_d1[19:0],1'b0} + ~({interpolate_Q_d1[19],interpolate_Q_d1[19:0],1'b0})+20'b1;
                    end
                    4'b0101:begin
                        error <= {interpolate_I_d1[19],interpolate_I_d1[19:0],1'b0} + {interpolate_Q_d1[19],interpolate_Q_d1[19:0],1'b0};                   
                    end
                    4'b0100,4'b0111:begin
                        error <= {interpolate_I_d1[19],interpolate_I_d1[19:0],1'b0};
                    end
                    4'b1000,4'b1011:begin
                        error <= ~({interpolate_I_d1[19],interpolate_I_d1[19:0],1'b0})+20'b1;
                    end
                    4'b0001,4'b1101:begin
                        error <= {interpolate_Q_d1[19],interpolate_Q_d1[19:0],1'b0};                        
                    end
                    4'b0010,4'b1110:begin
                        error <= ~({interpolate_Q_d1[19],interpolate_Q_d1[19:0],1'b0})+20'b1;
                    end
                    default: begin
                        error <= 22'b0;
                    end
                endcase
                sync_out_I <= ~interpolate_I[19];
                sync_out_Q <= ~interpolate_Q[19];
                error_d1 <= error;
                wn = wn + ({{2{error[21]}},error[21:8]}-{{2{error_d1[21]}},error_d1[21:8]});
            end
        end else begin
            interpolate_I_d1 <= interpolate_I_d1;
            interpolate_I_d2 <= interpolate_I_d2;
            interpolate_Q_d1 <= interpolate_Q_d1;
            interpolate_Q_d2 <= interpolate_Q_d2;
        end
    end
endmodule
$ cat run.sh
#!/bin/bash
# OpenROAD 26Q1-2900-gdf79404cd8, Yosys 0.63+post, stock flow scripts
make -C /OpenROAD-flow-scripts/flow DESIGN_CONFIG=/design/flow/config.mk WORK_HOME=/design/flow/orfs finish
==> changes_impl.md <==
### Metrics

- DR WL/cell: 17.23 microns
- Fill count: 2272
- Max Cap Violations: 0
- Mapped Avg Cell Area: 8.146 sq um
- Logic area: between 6000 and 7000 sq um
- Layout cells sized above 1: under 10%
- Maximum fanout along the worst path: roughly 73
- Cells after DPL: approximately 1500
- Yosys cell types: ~76
- Critical path endpoint category: flop
- Pre-Place Util: about two fifths
- Io pins: ~62
- YS warnings: 1
- GRT Util Overall: 22.95%
- Final hold vios: 0
- H-tree Lvls: 3
- Type of the worst setup path: input port to flop
- Number of enable flip-flop cells: 2
- Hold_buf cts: 0
- Crit path arrival time: 5850 ps
- Yosys stat area: 9384 sq um
- Buffers added on ports: between 60 and 70
- Die footprint: 24080 sq um
- Achievable Freq: 0.1791 GHz
- Max clock buf depth: 2
- Max-area cell share: 24.00%
- Non-Filler Instances: 1511
- Slew headroom: a little under half
- Maximum vdd ir drop: 0.0001094 V
- Synth Cell Area: 9384 sq um
- GP Congestion: roughly 0.98
- Critical Path RT: 13070 ps
- Total Power: approximately 2.2 mW
- Met1 usage: 37.31%
- Outcome: complete, no violations
- Post-DRT Antenna Nets: 0
- Critical Path Start Type: input port
- Hold path cells: 1
- Synth area leaders: dfrtp_1 (24%), ha_1 (15%), o21ai_0 (5.8%), nand2_1 (5.3%), xnor2_1 (4.5%)
- Ys flop type: dfrtp_1
- # DRC: 0
- Area growth from synthesis to layout: 12.87%
- CTS tree: built
- Global-route wire length before repair: 42570 microns
- Number of synthesized register bits: between 90 and 100
- Static leakage power: between 4 and 5 nW
- # rows: about 55
- Fin worst setup slack: 7215 ps
- RSZ-0062 raised after global routing: false
- Clock-pin slew on the worst setup and hold paths: about 70 ps
- Fin Setup TNS: 0 ps
- Pins over their slew limit: 0
- Pre-CTS setup slack: between 6000 and 7000 ps
- GR Layer Usage met3: roughly 3.6%
- Stage-log warning count: 71
- Period utilization: about 44%
- Largest net degree at the start of global routing: about 74
- Avg Vias per Cell: between 5 and 6
- Cell taking the most area after synthesis: dfrtp_1
- Hpwl dp: a little over 20000 microns
- Via count: between 8000 and 9000
- Sequential area share after synthesis: roughly a quarter
- Setup Skew: 12.99 ps
- Sequential Area: 2444 sq um
- Hold slack: about 470 ps
- Antenna violations before repair: 0
- Async SR Flop Fraction: 97.94%
- CTS Root Cell: clkbuf_16
- Setup violations, final: 0
- Hold Path Class: flop to flop
- Core Region: 22850 sq um
- Vias in the first global route: between 7000 and 8000
- Met2 Usage GRT: between 30 and 40%
- Resize count post-CTS: 0
- Worst-Margin Slew: 787.8 ps
- Antenna cells: 0
- Congestion Overflow GR: 0
- Post-CTS setup buffers: 0
- Die width: roughly 160 microns
- Crit path time final: 5585 ps
- Final wirelength: approximately 26000 microns
- Reg2Reg Depth: 15
- DRT iter0 DRCs: 724
- Layer carrying the most global-route usage: met1
- TritonRoute pass-1 iters: 5
- Post-Synthesis Cells: roughly 1200
- Clock sink count: a little under 100
- Pwr/cell area: 205.6 nW/um^2
- Die Ht: between 150 and 200 microns
- Ys cells: around 1200
- Late-Pin Clk Latency: between 300 and 400 ps
- TritonCTS Buffers: 9
-- state kept, by name, summed over array words and instances, names as in the netlist --
signal and count:
sync_out_Q 1, strobe_cnt 8, interpolate_Q_d2 1, sync_out_I 1, interpolate_I_d1 20, interpolate_I_d2 1, interpolate_Q_d1 20, sync_flag 1
wn 16, error 14, error_d1 14
-- layout by cell type (no fill, tap or decap), types with 6 or more instances in the layout --
| cell | Yosys | layout |
|---|---|---|
| a211oi_1 | 10 | 10 |
| a21o_1 | 21 | 21 |
| a21oi_1 | 78 | 78 |
| a221o_1 | 8 | 8 |
| a221oi_1 | 8 | 8 |
| a31oi_1 | 23 | 23 |
| and3_1 | 9 | 9 |
| buf_4 | 1 | 11 |
| clkbuf_16 | 0 | 9 |
| clkdlybuf4s50_1 | 0 | 59 |
| dfrtp_1 | 90 | 90 |
| ha_1 | 115 | 115 |
| inv_1 | 75 | 75 |
| mux2_2 | 22 | 22 |
| mux2i_1 | 6 | 6 |
| nand2_1 | 133 | 133 |
| nand2b_1 | 17 | 17 |
| nand3_1 | 21 | 21 |
| nand4_1 | 10 | 10 |
| nor2_1 | 73 | 73 |
| nor2b_1 | 18 | 18 |
| nor3_1 | 36 | 36 |
| nor4_1 | 8 | 8 |
| o211ai_1 | 6 | 6 |
| o21ai_0 | 109 | 109 |
| o21bai_1 | 12 | 12 |
| o221ai_1 | 7 | 7 |
| o22ai_1 | 7 | 7 |
| o31ai_1 | 8 | 8 |
| or3_1 | 8 | 8 |
| xnor2_1 | 48 | 48 |
| xor2_1 | 25 | 25 |
-- through the flow --
| stage | utilization, % | area [sq um] |
|---|---|---|
| 6_report | 46.36 | 10590 |
| 5_1_grt | 46.36 | 10590 |
| 4_1_cts | 46.36 | 10590 |
| 3_5_place_dp | 45.11 | 10310 |
| 3_3_place_gp | 45.11 | 10310 |
| 2_1_floorplan | - | 9384 |
-- report_power, final --
part	internal (mW)	switching (mW)
logic	0.660	0.768
clock network	0.151	0.127
registers	0.391	0.0820
total	1.20	0.977
-- critical path, cell delays in order --
cell and delay [ps]:
buf_2 70, buf_4 530, or4b_1 540, nor4_4 240
nand2_2 80, buf_4 280, inv_1 660, o21ai_0 520
a2bb2oi_1 290
-- logic make-up (layout without fill, tap and decap cells) --
logic type	Yosys count	count (layout)	share of synthesized area, %
simple gates	367	367	19.20
compound gates	355	355	24.27
fa+ha+maj	117	117	15.76
buf+inv	115	161	4.640
flops	97	97	26.04
xor+xnor	73	73	6.813
mux	28	28	3.280
-- metal layers --
| layer | part of all wire [%] | wire length [microns] | up-vias |
|---|---|---|---|
| li1 | - | - | 4292 |
| met1 | 50 | 13070 | 4020 |
| met2 | 41 | 10650 | 287 |
| met3 | 6.8 | 1765 | 33 |
| met4 | 2.1 | 543 | 0 |
| met5 | 0 | 0 | - |
-- Yosys cell counts, types with 21 or more instances --
cell,instances
ha_1,115
mux2_2,22
nor2_1,73
xnor2_1,48
clkbuf_1,39
a21o_1,21
inv_1,75
nand2_1,133
nor3_1,36
dfrtp_1,90
xor2_1,25
a31oi_1,23
a21oi_1,78
o21ai_0,109
nand3_1,21
-- cell type report --
cell class	instances	area share, %
multi-input combinational	940	61.48
timing repair buffer	71	6.403
sequential	97	23.07
inverter	75	2.658
tap	313	3.698
clock buffer	10	2.162
clock inverter	5	0.5316
-- final timing paths --
kind / start / end / slack, ps
worst max-delay path: strobe_flag / error[16]$_DFFE_PN0P_ / 7220
worst min-delay path: wn[15]$_DFFE_PN0P_ / wn[15]$_DFFE_PN0P_ / 470
worst max register to register: interpolate_I_d1[0]$_DFFE_PN0P_ / error[20]$_DFFE_PN0P_ / 7870
worst min register to register: wn[15]$_DFFE_PN0P_ / wn[15]$_DFFE_PN0P_ / 470
max in group asynchronous: rst_n / interpolate_Q_d1[13]$_DFFE_PN0P_ / 9290
min in group asynchronous: rst_n / error_d1[11]$_DFFE_PN0P_ / 2410
No activity file was given, so power comes from the tool's default toggle rates.
