==> flow/design.v <==
module ser2para
    #(parameter SAMPLE = 100)  
    (
        input wire          clk     ,
        input wire          rst_n   ,
        input wire          ser_i   ,
        output reg [39:0]   para_o
    );
    reg [7:0]   sample_cnt  ;
    reg [5:0]   bit_cnt     ;
    reg [39:0]  para_o_temp ; 
    always @ (posedge clk or negedge rst_n) begin
        if(rst_n == 1'b0) begin
            sample_cnt <= 8'd0;
        end else if(sample_cnt == (SAMPLE - 1)) begin
            sample_cnt <= 8'd0;
        end else begin
            sample_cnt <= sample_cnt + 8'd1;
        end
    end
    always @ (posedge clk or negedge rst_n) begin
        if(rst_n == 1'b0) begin
            bit_cnt <= 6'd38;   
        end else if((bit_cnt == 6'd39) && sample_cnt == (SAMPLE - 3)) begin
            bit_cnt <= 6'd0;
        end else if(sample_cnt == (SAMPLE - 3))begin
            bit_cnt <= bit_cnt + 6'd1;
        end else begin
            bit_cnt <= bit_cnt;
        end
    end
    always @ (posedge clk or negedge rst_n) begin
        if(rst_n == 1'b0) begin
            para_o_temp <= 40'b0;
        end else if(sample_cnt == (SAMPLE - 3)) begin
            para_o_temp[39-bit_cnt] <= ser_i;
        end else begin
            para_o_temp <= para_o_temp;
        end 
    end
    always @ (posedge clk or negedge rst_n) begin
        if(rst_n == 1'b0) begin
            para_o <= 40'b0;
        end else if(sample_cnt == (SAMPLE - 2) && (bit_cnt == 6'd0)) begin  
            para_o <= para_o_temp;
        end else begin
            para_o <= para_o;
        end
    end
endmodule
==> flow/run.sh <==
#!/bin/bash
# OpenROAD 26Q1-2900-gdf79404cd8, Yosys 0.63+post, stock flow scripts
make -C /OpenROAD-flow-scripts/flow DESIGN_CONFIG=/design/flow/config.mk WORK_HOME=/design/flow/orfs finish
==> flow/config.mk <==
export PLATFORM = sky130hd
export DESIGN_NAME = ser2para
export DESIGN_NICKNAME = ser2para
export VERILOG_FILES = /design/flow/design.v
export SDC_FILE = /design/flow/constraint.sdc
export NUM_CORES = 4
export LEC_CHECK = 1
export CORE_UTILIZATION = 40
==> flow/constraint.sdc <==
current_design ser2para

set clk_period 7.1
set clk_io_pct 0.2

create_clock -name clk0 -period $clk_period [get_ports {clk}]

set non_clock_inputs [all_inputs -no_clocks]
set_input_delay [expr $clk_period * $clk_io_pct] -clock clk0 $non_clock_inputs
set_output_delay [expr $clk_period * $clk_io_pct] -clock clk0 [all_outputs]
==> flow_summary_export.csv <==
group,metric,value,unit
outcome,status,"finished, final reports clean",
clocking,htree_levels,3,
floorplanning,rows,38,
yosys,ys_seq_share,50.74,%
yosys,synthTopCellsByCount,"dfrtp_1, mux2_2, nand4_1",
job,tool_warnings,31,
global_routing,grt_overflow,0,
global_routing,grt_pass1_vias,2939,
worst_setup_path,rr_endpoint,"para_o_temp[11]$_DFFE_PN0N_",
yosys,synth-xor-area-share,1.886,%
pwr,ir_drop,0.1373,mV
clocking,insertion_delay,0.34,ns
worst_setup_path,crit_slowest_cell,"dfrtp_1",
yosys,ys_sh_simple,15.44,%
yosys,syn_area_per_cell,12.22,sq um
clocking,cts_setup_buffers,0,
yosys,ff_type,"dfrtp_1",
floorplanning,die_height,109.7,um
worst_hold_path,worst_hold_path_type,"reg2reg",
floorplanning,fp-utilization,41.91,%
timing,setup_viol,0,
pwr,pwr-share-comb,2.3,%
worst_setup_path,critPathTopFamily,"simple AND/OR/NAND/NOR gates",
floorplanning,die_w,109.7,um
yosys,synthesis.instances,380,
detailed_routing,route.detailed.drc,0,
layout,nFillCells,977,
timing,slew_viol_final,0,
global_routing,grt_max_degree,49,
pwr,p_leak,2.369,nW
placed_design,port_buffers,42,
pwr,pwr-share-clk,42.4,%
worst_setup_path,cpPeakStageDelay,0.50,ns
yosys,yosys-top-cells-area,"dfrtp_1, mux2_2, mux2_1",
global_routing,grt_pass1_wl,14.80,mm
timing,period_used_share,56.00,%
clocking,clk_pin_slew_worst_paths,0.06,ns
layout,stdcell_area,5439,sq um
clocking,cts_max_path_buffers,2,
yosys,synth_cell_types,42,
layout,drive_gt1_share,19.39,%
worst_setup_path,crit_start,"bit_cnt[3]$_DFFE_PN0P_",
detailed_routing,ant_nets,0,
worst_setup_path,path_depth,12,
yosys,ys_area,4643,sq um
worst_setup_path,r2r-start,"bit_cnt[3]$_DFFE_PN0P_",
worst_setup_path,crit_fanout,32,
yosys,top_cell_area_share,49.04,%
detailed_routing,post_drt_wl_per_cell,15.85,um
timing,fin_crit,3.976,ns
yosys,yosys.area.top_type,"dfrtp_1",
detailed_routing,routed-via-count,3077,
worst_setup_path,cp.required,7.32,ns
timing,fmax,251.5,MHz
layout,combGateArea,2130,sq um
placed_design,place_area,5180,sq um
worst_setup_path,critPathLaunchType,"register",
clocking,numClockSinks,94,
pwr,p_seq_share,55.3,%
worst_setup_path,worst-r2r-cell-count,12,
clocking,ctsHoldBuffers,0,
pwr,cellPowerDensity,184.0,nW/um^2
worst_setup_path,critPathArrivalTime,4.20,ns
timing,tightest_slew,0.7621,ns
timing,finalHoldViolCount,0,
layout,area_growth,17.14,%
floorplanning,io_pins,43,
pwr,finalPower,1.001,mW
yosys,adder_share,5.120,%
worst_setup_path,critical_path.endpoint,"para_o_temp[11]$_DFFE_PN0N_",
detailed_routing,antennaDiodeCount,0,
yosys,top_logic_kind,"multiplexers",
yosys,ys_cells,380,
layout,ff_latch_area,2356,sq um
worst_setup_path,worst-path-buf-inv,2,
clocking,cts_tree,"yes",
worst_setup_path,path_common_cell,"ha_1",
placed_design,dp_slack,3.156,ns
global_routing,grt.total_usage,16.49,%
yosys,numSynthFlops,94,
worst_setup_path,end_kind,"register",
pwr,p_sw,209.7,uW
global_routing,grt_antenna_before_repair,0,
clocking,ctsResizeCount,0,
floorplanning,core,11080,sq um
worst_setup_path,crit_type,"reg2reg",
yosys,ys_warn_count,1,
yosys,synth_dominant_cell_count,"dfrtp_1",
placed_design,detailed_place_hpwl,6.145,mm
yosys,edf_count,0,
timing,setup-tns-final,0,ns
worst_setup_path,r2r_slack,3.12,ns
timing,holdWs,0.4675,ns
detailed_routing,viasPerCell,5.465,
floorplanning,design.die.area,12040,sq um
pwr,switching_share,20.95,%
placed_design,place_congestion,0.9155,
clocking,cts-buffers-inserted,9,
yosys,ys_sh_aoi,3.773,%
detailed_routing,dr.pass1.iters,4,
yosys,mux_area_share,19.64,%
yosys,synthArstFlopShare,100.0,%
worst_setup_path,crit_chain,"inv_1 -> ha_1 -> ha_1 -> or3_1 -> nand2b_1 -> ha_1 -> nor4b_4 -> nand4b_2 -> a2111oi_4 -> buf_4 -> nand4_1 -> mux2_1",
timing,fin_ws,3.124,ns
pwr,power.internal,791.0,uW
clocking,root_buffer,"clkbuf_16",
timing,skew,0.007663,ns
job,maxCapViolCount,0,
yosys,synthesis.area,4643,sq um
timing,max_slew_margin,49.02,%
detailed_routing,drtIter0Drc,155,
detailed_routing,routed_wirelength,8.923,mm
timing,rsz0062_at_grt,"no",
[stage by stage]
step	instances	util, %
2_1_floorplan	380	-
3_3_place_gp	548	46.76
3_5_place_dp	548	46.76
4_1_cts	563	49.10
5_1_grt	563	49.10
6_report	563	49.10
[worst register-to-register path: cells and delay by family (launching register included)]
| kind | cells | cell delay (ns) |
|---|---|---|
| AOI/OAI and AO/OA | 1 | 0.36 |
| adders and majority gates | 3 | 0.82 |
| buffers and inverters | 2 | 0.54 |
| muxes | 1 | 0.37 |
| and+or+nand+nor | 5 | 1.27 |
| DFF | 1 | 0.50 |
[worst min-delay path by stage]
stage | from | endpoint | slack [ns] | cells after the start
4_1_cts | sample_cnt[7]$_DFF_PN0_ | sample_cnt[7]$_DFF_PN0_ | 0.47 | 1
5_1_grt | sample_cnt[7]$_DFF_PN0_ | sample_cnt[7]$_DFF_PN0_ | 0.47 | 1
6_report | sample_cnt[7]$_DFF_PN0_ | sample_cnt[7]$_DFF_PN0_ | 0.47 | 1
[placed cells by master (no fill, tap or decap), types with 11 or more instances in the layout]
cell	Yosys	final
inv_1	11	11
mux2_2	47	47
nand3_1	12	12
clkdlybuf4s50_1	0	41
mux2_1	34	34
nand2_1	16	16
ha_1	19	19
nand4_1	42	42
nor2_1	20	20
dfrtp_1	91	91
[per-layer routing]
layer | up-vias | global-route usage [%] | wire length [um]
met1 | 1510 | 27.97 | 4640
met4 | 0 | 2.571 | 142
li1 | 1479 | - | -
met3 | 12 | 3.746 | 476
met5 | - | 0 | 0
met2 | 76 | 22.64 | 3662
[area by class of cell]
type,instances,area share [%]
sequential,94,43.32
multi-input combinational,253,39.15
clock inverter,3,0.4141
clock buffer,12,4.348
tap,140,3.221
timing repair buffer,50,8.788
inverter,11,0.7591
[state kept, by name, indices dropped and copies added (netlist names)]
register,cells
para_o,40
para_o_temp,40
sample_cnt,8
bit_cnt,6
[logic make-up after synthesis]
logic type | after synthesis
XOR/XNOR | 10
adder cells (fa/ha/maj) | 19
AND/OR/NAND/NOR | 122
buffers and inverters | 33
multiplexers | 81
flip-flops | 94
AND-OR/OR-AND | 21
[power by group through the flow]
| stage | Sequential [mW] | Combinational (mW) | Clock [mW] |
|---|---|---|---|
| 5_1_grt | 0.554 | 0.0267 | 0.464 |
| 6_report | 0.553 | 0.0230 | 0.425 |
| 4_1_cts | 0.553 | 0.0243 | 0.441 |
Power figures rest on the tool's default switching activity, not on a simulated workload.
