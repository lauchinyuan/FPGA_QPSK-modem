`flow/run.sh`:
```
#!/bin/bash
# OpenROAD 26Q1-2900-gdf79404cd8, Yosys 0.63+post, stock flow scripts
make -C /OpenROAD-flow-scripts/flow DESIGN_CONFIG=/design/flow/config.mk WORK_HOME=/design/flow/orfs finish
```
`flow/config.mk`:
```
export PLATFORM = sky130hd
export DESIGN_NAME = phase_detector
export DESIGN_NICKNAME = phase_detector
export VERILOG_FILES = /design/flow/design.v
export SDC_FILE = /design/flow/constraint.sdc
export NUM_CORES = 4
export LEC_CHECK = 1
export CORE_UTILIZATION = 40
```
`flow/constraint.sdc`:
```
current_design phase_detector

set clk_period 23.6
set clk_io_pct 0.2

create_clock -name clk0 -period $clk_period

set non_clock_inputs [all_inputs -no_clocks]
set_input_delay [expr $clk_period * $clk_io_pct] -clock clk0 $non_clock_inputs
set_output_delay [expr $clk_period * $clk_io_pct] -clock clk0 [all_outputs]
```
`flow/design.v`:
```
`timescale 1ns / 1ps
module phase_detector(
        input wire  [55:0]  filtered_I  ,  
        input wire  [55:0]  filtered_Q  ,  
        output wire [57:0]  phase_error    
    );
    wire [56:0] ext_I       ;    
    wire [56:0] ext_Q       ;    
    wire [56:0] inversed_I  ;    
    wire [56:0] inversed_Q  ;    
    reg [56:0]  channel_I   ;   
    reg [56:0]  channel_Q   ;
    assign ext_I = {filtered_I[55], filtered_I};
    assign ext_Q = {filtered_Q[55], filtered_Q};
    assign inversed_I = ~ext_I + 'd1;  
    assign inversed_Q = ~ext_Q + 'd1;
    always @ (*) begin
        if(filtered_I[55]) begin   
            channel_Q = inversed_Q;
        end else begin
            channel_Q = ext_Q;
        end
    end
    always @ (*) begin
        if(filtered_Q[55]) begin   
            channel_I = ext_I;
        end else begin
            channel_I = inversed_I;
        end
    end
    assign phase_error = {channel_Q[56],channel_Q} + {channel_I[56],channel_I};
endmodule
```
==> results.ini <==
[status]
status = completed

[routing]
dr.pass1.iters = 5
drc = 0
first_iter_violations = 466
num_vias = 6798
ant_nets = 0
vias_per_cell = 5.60
drt-total-wl_um = 19900
num_antenna_cells = 0
wl_per_cell_um = 16.4

[layout]
drive_gt1_share_pct = 2.52
fillers = 1448
regArea_um2 = 0
syn_to_final_growth_pct = 31.8
seq_cells = 0
nClkBuffers = 0
final_area_um2 = 7600

[grt]
antenna_found_initial = 0
grt_max_degree = 62
grt_pass1_vias = 6292
grt_overflow = 0
grt_pass1_wl_um = 31600
grt_usage_pct = 27.0

[final_timing]
finalSetupViolCount = 0
worstMarginPinSlew_ns = 0.733
min_period_ns = 15.66
slew-limit-headroom_pct = 50.7
clock.fmax_mhz = 63.9
finalClockPeriodUsage_pct = 66.3
tns_ns = 0
rsz0062_at_grt = no
report.final.slew_viol_count = 0
hold_viol_final = 0

[synthesis]
aoi_share_pct = 30.9
ys_seq_share_pct = 0
synth_area_um2 = 5760
xor_share_pct = 24.2
synth_cell_types = 54
synth_warnings = 1
yosys.area_share.simple_pct = 26.6
syn_inst = 891
netlist_logic_family_top = AND-OR/OR-AND gates
syn_avg_cell_area_um2 = 6.47
mux_share_pct = 0.543
ys_chip_area_um2 = 5760
yosys_cells = 891
ys_sh_adder_pct = 13.2

[floorplanning]
die_x_um = 122
die_area_um2 = 14900
die_h_um = 122
num_rows = 43
core_area_um2 = 14000
ioPinCount = 170
fp_util_pct = 41.2

[worst_setup_path]
cp.arrival_ns = 10.94
startpoint_type = input pin
crit_type = input pin to output port
endpoint_kind = output port
critical_path.endpoint = phase_error[55]
critPathLaunch = filtered_Q[16]
worstPathMaxFanout = 6
critPathRequiredTime_ns = 18.88

[power_and_ir_drop]
max-vdd-ir-drop_mv = 0.0229
clkPwrFrac_pct = 0
p_comb_share_pct = 100.0
p_switching_mw = 0.154
p_leak_nw = 2.95
p_sw_share_pct = 46.2
p_int_mw = 0.179
power.density_nw_per_um2 = 43.9
seqPwrFrac_pct = 0

[hold_path]
min_path_type = input pin to output port

[clock_tree]
hold_buffers = 0
cts_resized = 0
post_cts_buffers = 0

[run]
max_cap_violations = 0
warning_count = 33

[place]
dp_hpwl_um = 17100
gp_congestion = 0.916
placed_area_um2 = 7600
port_buffers = 170

==> logic make-up (layout without fill, tap and decap cells) <==
logic type	count (synthesis)	after routing
AOI/OAI and AO/OA	290	290
xor gates and xnor gates	159	159
adders and majority gates	60	60
buffers and inverters	71	213
muxes	3	3
and+or+nand+nor	308	308
==> power groups by stage <==
stage         clock [mW]  combinational (mW)  sequential, mW
finish                 0               0.333               0
global route           0               0.369               0
CTS                    0               0.335               0
==> cell usage in the layout (no fill, tap or decap), types with 3 or more instances in the layout <==
cell type,instances
inv_1,36
buf_4,7
or2_2,5
o21a_1,9
o21ai_0,53
xnor2_1,98
nand2_1,74
clkdlybuf4s50_1,168
or3_1,17
nor4_1,13
a31oi_1,17
a211oi_1,7
and3_1,5
or4_1,9
o211ai_1,5
or4_4,3
a21boi_0,4
nand3_1,22
ha_1,59
o41ai_1,6
xor2_1,61
and4_1,3
nand2b_1,10
a21o_1,30
o21bai_1,13
o31ai_1,17
nor2_1,78
nor3_1,36
nor2b_1,7
a21oi_1,110
nand4_1,15
o21ai_1,3
==> Yosys cell counts (15+ instances only) <==
cell / number / area, um^2
nor2_1: 78 / 293
o31ai_1: 17 / 128
inv_1: 36 / 135
xor2_1: 61 / 534
a31oi_1: 17 / 106
nand2_1: 74 / 278
nor3_1: 36 / 180
o21ai_0: 53 / 265
a21oi_1: 110 / 551
or3_1: 17 / 106
clkbuf_1: 33 / 124
nand3_1: 22 / 110
xnor2_1: 98 / 858
nand4_1: 15 / 93.8
ha_1: 59 / 738
a21o_1: 30 / 225
==> critical path, cell delays in order <==
cell,delay (ns)
clkdlybuf4s50_1,0.48
or4_4,0.55
or3_1,0.34
or4_4,0.54
or2_4,0.27
or3_4,0.39
or4_4,0.54
o21ai_0,0.22
xnor2_1,0.10
ha_1,0.40
nand2_1,0.14
o21ai_0,0.37
a21oi_1,0.12
a31oi_1,0.18
o21ai_0,0.10
o211ai_1,0.41
a21oi_1,0.19
o21ai_0,0.23
xor2_1,0.17
clkdlybuf4s50_1,0.47
==> metrics by stage <==
stage	utilization [%]	std cells	power (mW)	hold slack, ns	setup WS, ns
3_3_place_gp	54.3	1213	0.335	10.57	8.08
6_report	54.3	1213	0.333	10.56	7.94
3_5_place_dp	54.3	1213	0.333	10.57	7.99
4_1_cts	54.3	1213	0.335	10.57	7.95
2_1_floorplan	-	891	0.178	9.51	9.53
5_1_grt	54.3	1213	0.369	10.61	7.54
==> metal layers <==
layer	share of wire (%)	GRT usage, %	vias up
met1	48	38.7	3040
met4	1.4	3.40	0
li1	-	-	3547
met5	0	0	-
met2	45	45.3	193
met3	5.2	1.96	18
==> cell type report <==
class,count,area (um^2),share of cell area [%]
inverter,36,135,1.78
multi-input combinational,820,5500,72.3
tap,180,225,2.96
timing repair buffer,177,1740,23.0
==> how the worst min path moves through the flow <==
stage	startpoint	endpoint	slack [ns]	depth (start not counted)
global route	filtered_Q[0]	phase_error[0]	10.61	3
finish	filtered_Q[0]	phase_error[0]	10.56	3
CTS	filtered_Q[0]	phase_error[0]	10.57	3
Power figures rest on the tool's default switching activity, not on a simulated workload.
